==> /design/flow/design.v <==
module adder_and_logic_unit_team1 ( 
    input [15:0] out_AC,
    input [15:0] out_DR, 
    input [7:0] INPR,
    input AND, ADD, LDA , COM, SHL, SHR, INPR_C,
    output reg [15:0] out_logic,
    output reg in_E,
    input clk , 
    output reg FGI
);
initial begin FGI = 1 ; end 
always @(*) begin
    case (1'b1)
        AND: begin
            out_logic = out_AC & out_DR;
            in_E = 0;
        end
        ADD: begin
            {in_E, out_logic} = out_AC + out_DR;
        end
        LDA: begin
            out_logic = out_DR;
            in_E = 0;
        end
        INPR_C: begin
            out_logic = {8'b0, INPR};
            in_E = 0;
	    FGI = 0 ;
        end
        COM: begin
            out_logic = ~out_AC;
            in_E = 0;
        end
        SHR: begin
            out_logic = out_AC >> 1;
            in_E = out_AC[0];
        end
        SHL: begin
            out_logic = out_AC << 1;
            in_E = out_AC[15];
        end
        default: begin
            out_logic = 16'b0;
            in_E = 0;
        end
    endcase
end
endmodule
module adder_and_logic_unit_control_team1 (
    input [7:0] D,
    input [15:0] T, 
    input [11:0] B,
    input p, 
    input r,
    output reg AND, ADD, LDA , COM, SHL, SHR, INPR_C
);
always@(*) begin 
     AND = D[0];  
     ADD =  D[1];
     LDA =   D[2];
     INPR_C = B[11] & p;
     COM = B[9] & r & T[2];
     SHL = B[6] & r & T[2];
     SHR = B[7] & r & T[2];
end
endmodule
==> /design/flow/run.sh <==
#!/bin/bash
# OpenROAD 26Q1-2900-gdf79404cd8, Yosys 0.63+post, stock flow scripts
make -C /OpenROAD-flow-scripts/flow DESIGN_CONFIG=/design/flow/config.mk WORK_HOME=/design/flow/orfs finish
==> /design/flow/config.mk <==
export PLATFORM = sky130hd
export DESIGN_NAME = adder_and_logic_unit_team1
export DESIGN_NICKNAME = adder_and_logic_unit_team1
export VERILOG_FILES = /design/flow/design.v
export SDC_FILE = /design/flow/constraint.sdc
export NUM_CORES = 4
export LEC_CHECK = 1
export CORE_AREA = 10 10 96 96
export DIE_AREA = 0 0 106 106
==> /design/flow/constraint.sdc <==
current_design adder_and_logic_unit_team1

set clk_period 11.0
set clk_io_pct 0.2

create_clock -name clk0 -period $clk_period

set non_clock_inputs [all_inputs -no_clocks]
set_input_delay [expr $clk_period * $clk_io_pct] -clock clk0 $non_clock_inputs
set_output_delay [expr $clk_period * $clk_io_pct] -clock clk0 [all_outputs]
==> qor.csv <==
metric,value,unit
post_route_cells_drive_above_1_share,6.80,%
remaining_number_of_nets_flagged_by_the_antenna_check_after_routing,0,
fmax,0.138,GHz
arrival,5.04,ns
yosys.area.top_type_share,12.0,%
net_load_switching_power,54.5,µW
detailedRoute.firstPassIterationCount,4,
number_of_design_rule_violations_left_by_the_first_detailed_router_iteration,114,
placed_cells_incl_taps,393,
die_w,106,µm
grt_max_degree,30,
finalWorstPathRequiredPeriod,7.24,ns
tally_of_filler_cells_in_the_layout,792,
worst-setup-path-type,in2out,
run_status,"finished, final reports clean",
synth.yosys.num_cells,240,
dieHeight,106,µm
route.met2.wl,2.98,mm
warnings_from_yosys,1,
post_synth_instance_area,0.00167,mm²
largest_reg_flops,1,
final_sum_of_negative_setup_slack,0,ns
grt_setup_unrepaired,no,
hold-path-endpoint,out_logic[14],
synth-main-ff-cell,sky130_fd_sc_hd__dlxtn_1,
vias_per_cell,5.25,
portion_of_the_clock_cycle_consumed_by_the_worst_path_in_the_final_layout,65.8,%
final-setup-viol-count,0,
top_area_cell,sky130_fd_sc_hd__ha_1,
chipArea,0.0112,mm²
floorplan.io_pins,66,
global_route.usage.total,11.2,%
coreArea,0.00721,mm²
antenna_cells,0,
synth.area.top_cells,"sky130_fd_sc_hd__ha_1 (12%), sky130_fd_sc_hd__a21oi_1 (8.7%), sky130_fd_sc_hd__nand2_1 (6.1%), sky130_fd_sc_hd__a211oi_1 (5.9%), sky130_fd_sc_hd__a221oi_1 (5.8%)",
count_of_cells_resized_by_post_cts_repair,0,
total_power_per_unit_cell_area,47.9,mW/mm²
power.sequential.fraction,0.3,%
worst_pin_slew,0.684,ns
dpl.hpwl,5.15,mm
unconstrained_endpoints,1,
critPathCaptureType,primary output,
post_layout_nonfiller_instances,393,
ys_area,0.00167,mm²
initial_antenna_violation_count,0,
vias_in_the_first_global_route,2083,
routed_wirelength,6.49,mm
flip_flop_and_latch_count_after_synthesis,1,
avgRoutedWirePerCell,16.5,µm
highest_metal_layer_used_by_the_detailed_router,met4,
postCtsHoldBufs,0,
power.combinational.fraction,99.7,%
critPathLaunchType,input port,
pre_cts_ws,3.74,ns
synth.avg_cell_area,6.94,µm²
worst-path-max-fanout,4,
synth_cells,240,
cts.repair_timing.setup_buffer_count,0,
routed_metal_1_wirelength,3.09,mm
worst_hold_startpoint,out_AC[13],
clockPowerShare,0,%
unclocked_regs,1,
placement_rows,31,
warnings,33,
areaGrowthSynthToFinish,43.4,%
route.vias.total,2062,
finalHoldViolCount,0,
final.setup.worst_slack,3.76,ns
globalRouteOverflowTotal,0,
hold_class,in2out,
max_cap_viol_count,0,
ir_drop,0.0000272,V
wl_met3,376,µm
post-route-drc-count,0,
power_report.internal_total,59.9,µW
gp_congestion,0.914,
cellLeakagePower,0.000899,µW
required_time_of_the_worst_setup_path,8.80,ns
floorplan.initialDensity,23.1,%
async_flop_share,0,%
whs_path_depth,4,
count_of_input_and_output_buffers,65,
worst_slew_margin_rel,54.3,%
power.switching_fraction,47.6,%
number_of_enable_flip_flop_cells,0,
first_pass_grt_wire_length,10.7,mm
synth.distinct_cells,54,
finalMaxSlewViolations,0,
[worst max path at each step]
stage                     start            to  slack (ns)  cells after the start
final                 out_AC[0]  out_logic[8]        3.76                     10
after global routing  out_AC[0]          in_E        3.51                     10
after CTS             out_AC[0]  out_logic[8]        3.73                     10
[routing by layer]
layer	vias up	track usage, %
met3	4	1.77
met4	0	0.580
met5	-	0
met2	65	18.7
li1	1052	-
met1	941	15.6
[kinds of logic (layout without fill, tap and decap cells)]
group                      after synthesis  count (layout)  synth area share [%]
xor gates and xnor gates                10              10                  5.26
buffers and inverters                   25              79                  7.44
AOI/OAI and AO/OA                      109             109                  48.5
adders and majority gates               17              17                  13.2
and+or+nand+nor                         71              71                  20.7
muxes                                    6               6                  3.68
other                                    1               1                 0.225
latches                                  1               1                 0.901
[layout make-up]
class	instances	area, µm²	area share, %
Multi-Input combinational cell	214	1530	63.9
Tap cell	99	124	5.19
Timing Repair Buffer	70	688	28.8
Inverter	9	33.8	1.42
Sequential cell	1	15.0	0.629
[cell usage in the layout (no fill, tap or decap), types with 2 or more instances in the layout]
master | Yosys | routed
sky130_fd_sc_hd__a221oi_2 | 5 | 5
sky130_fd_sc_hd__nand4_1 | 3 | 3
sky130_fd_sc_hd__nand2_1 | 27 | 27
sky130_fd_sc_hd__a221o_1 | 9 | 9
sky130_fd_sc_hd__a211oi_1 | 13 | 13
sky130_fd_sc_hd__nor2_1 | 16 | 16
sky130_fd_sc_hd__o21a_1 | 2 | 2
sky130_fd_sc_hd__a21oi_1 | 29 | 29
sky130_fd_sc_hd__inv_1 | 9 | 9
sky130_fd_sc_hd__buf_4 | 1 | 5
sky130_fd_sc_hd__a221oi_1 | 11 | 11
sky130_fd_sc_hd__nor2b_1 | 6 | 6
sky130_fd_sc_hd__mux2i_1 | 5 | 5
sky130_fd_sc_hd__a31oi_1 | 2 | 2
sky130_fd_sc_hd__a2111oi_0 | 3 | 3
sky130_fd_sc_hd__xor2_1 | 6 | 6
sky130_fd_sc_hd__ha_1 | 16 | 16
sky130_fd_sc_hd__o21ai_1 | 5 | 5
sky130_fd_sc_hd__a21oi_2 | 3 | 3
sky130_fd_sc_hd__nor3_1 | 5 | 5
sky130_fd_sc_hd__o21bai_1 | 3 | 3
sky130_fd_sc_hd__nand2b_1 | 2 | 2
sky130_fd_sc_hd__clkdlybuf4s50_1 | 0 | 65
sky130_fd_sc_hd__o21ai_0 | 9 | 9
sky130_fd_sc_hd__xnor2_1 | 4 | 4
sky130_fd_sc_hd__a21o_1 | 3 | 3
sky130_fd_sc_hd__a211o_1 | 3 | 3
sky130_fd_sc_hd__nand3_1 | 2 | 2
[through the flow]
step                      utilization [%]  instance area (µm²)  hold WS (ns)  power [µW]
after floorplan                         -                 1670          4.56        64.5
after global placement               33.1                 2390          5.53         115
after detailed placement             33.1                 2390          5.54         115
after CTS                            33.1                 2390          5.54         115
after global routing                 33.1                 2390          5.58         127
final                                33.1                 2390          5.51         114
[power by group through the flow]
stage	Clock (µW)	Sequential (µW)	Combinational [µW]
4_1_cts	0	0.319	115
5_1_grt	0	0.347	126
6_report	0	0.315	114
[cells in the mapped netlist, types with 2 or more instances]
cell type	instances
sky130_fd_sc_hd__a21oi_1	29
sky130_fd_sc_hd__nand2_1	27
sky130_fd_sc_hd__ha_1	16
sky130_fd_sc_hd__nor2_1	16
sky130_fd_sc_hd__a211oi_1	13
sky130_fd_sc_hd__a221oi_1	11
sky130_fd_sc_hd__a221o_1	9
sky130_fd_sc_hd__inv_1	9
sky130_fd_sc_hd__o21ai_0	9
sky130_fd_sc_hd__buf_2	8
sky130_fd_sc_hd__nor2b_1	6
sky130_fd_sc_hd__xor2_1	6
sky130_fd_sc_hd__a221oi_2	5
sky130_fd_sc_hd__mux2i_1	5
sky130_fd_sc_hd__nor3_1	5
sky130_fd_sc_hd__o21ai_1	5
sky130_fd_sc_hd__clkbuf_1	4
sky130_fd_sc_hd__xnor2_1	4
sky130_fd_sc_hd__a2111oi_0	3
sky130_fd_sc_hd__a211o_1	3
sky130_fd_sc_hd__a21o_1	3
sky130_fd_sc_hd__a21oi_2	3
sky130_fd_sc_hd__nand4_1	3
sky130_fd_sc_hd__o21bai_1	3
sky130_fd_sc_hd__a31oi_1	2
sky130_fd_sc_hd__buf_6	2
sky130_fd_sc_hd__nand2b_1	2
sky130_fd_sc_hd__nand3_1	2
sky130_fd_sc_hd__o21a_1	2
[critical path: stages]
cell and delay, ns:
sky130_fd_sc_hd__clkdlybuf4s50_1 0.47, sky130_fd_sc_hd__ha_1 0.28, sky130_fd_sc_hd__fa_1 0.44, sky130_fd_sc_hd__a211oi_2 0.27
sky130_fd_sc_hd__o21bai_1 0.13, sky130_fd_sc_hd__a21oi_2 0.19, sky130_fd_sc_hd__a21oi_1 0.09, sky130_fd_sc_hd__mux2_1 0.32
sky130_fd_sc_hd__o21ai_1 0.16, sky130_fd_sc_hd__clkdlybuf4s50_1 0.49
No activity file was given, so power comes from the tool's default toggle rates.
