### flow/config.mk
export PLATFORM = sky130hd
export DESIGN_NAME = TR_reg_team1
export DESIGN_NICKNAME = TR_reg_team1
export VERILOG_FILES = /design/flow/design.v
export SDC_FILE = /design/flow/constraint.sdc
export NUM_CORES = 4
export LEC_CHECK = 1
export CORE_AREA = 10 10 83 83
export DIE_AREA = 0 0 93 93
### flow/constraint.sdc
current_design TR_reg_team1

set clk_period 4.0
set clk_io_pct 0.2

create_clock -name clk0 -period $clk_period [get_ports {clk}]

set non_clock_inputs [all_inputs -no_clocks]
set_input_delay [expr $clk_period * $clk_io_pct] -clock clk0 $non_clock_inputs
set_output_delay [expr $clk_period * $clk_io_pct] -clock clk0 [all_outputs]
### flow/design.v
module TR_reg_team1 #(parameter size=16)
(
input [size-1:0]in_TR,
input clk ,
input LD ,
input INR,
input CLR_TR,
output reg [size-1:0]out_TR,
input CLR_GLOBAL
);
always @(posedge clk) begin
	if (CLR_TR | CLR_GLOBAL)  begin
		out_TR = {size{1'b0}};
	end
	else if (LD)  begin
		out_TR = in_TR ;
	end
	else if (INR) begin
		out_TR = in_TR + 1;
	end
end
endmodule
### flow/run.sh
#!/bin/bash
# OpenROAD 26Q1-2900-gdf79404cd8, Yosys 0.63+post, stock flow scripts
make -C /OpenROAD-flow-scripts/flow DESIGN_CONFIG=/design/flow/config.mk WORK_HOME=/design/flow/orfs finish
==> changes_impl.md <==
### Physical design

- Cells on worst reg2reg path: 4
- Die Height: 93 microns
- WL met3: 155 microns
- Core ar.: 0.005140 sq mm
- Crit. End Element: flop
- # clock sinks: 16
- Chip Area, Yosys: 917.1 sq um
- Cell area after synthesis: 917.1 sq um
- ANT nets after route: 0
- Clk pwr share: 32.2%
- Combinational fraction of design power: 21.3%
- Simple Share, Synth: 28.10%
- Synth cell count leaders: dfxtp_1, a21oi_1, o21ai_0, xnor2_1, nor2_1
- Seq share, synth: 34.92%
- Tool warnings: 25
- Fin Clk Skew: 0 ns
- Sw Share: 24.26%
- Worst Hold Depth: 2
- Worst-path clk slew: 0.06 ns
- CTS tree: done
- Min-Delay Endpoint: out_TR[2]$_SDFFE_PP0P_
- Port Buffer Count: 36
- Largest area contributor in the netlist: dfxtp_1
- Mapped Cells: 102
- Htree depth: 1
- CP startpoint kind: input port
- Async SR Flop Fraction: 0%
- Hold_buf cts: 0
- DRC viols: 0
- Leak: 0.0004376 uW
- Synth area leaders: dfxtp_1, xnor2_1, a21oi_1
- Root buffer cell: clkbuf_8
- Hold wc startpoint: out_TR[2]$_SDFFE_PP0P_
- DR vias: 814
- DRT Wirelength: 2611 microns
- Cell-internal power: 278.7 uW
- Outcome: finished, final reports clean
- Actual slew at the worst max-slew pin: 0.8252 ns
- Yosys Instances: 102
- Peak VDD IR: 0.00008016 V
- Worst R2R Setup Slack: 3.24 ns
- Crit path DAT: 2.49 ns
- Compound Share, Synth: 15.55%
- Hold Crit Class: reg -> reg
- Initial drt markers: 37
- CTS buffer count: 3
- Cycle use final: 58.91%
- Switching power: 89.25 uW
- Final Hold Fails: 0
- Gr ovfl total: 0
- Wire per inst: 12.67 microns
- Post-route core utilization: 26.95%
- Share of layout cells above drive strength 1: 9.559%
- Clock latency (worst-skew pair): 0.24 ns
- Setup CP Type: in -> reg
- Syn. warnings: 1
- Max-cap violations: 0
- Post-CTS Setup Bufs: 0
- CP required: 4.14 ns
- Final Slew Violations: 0
- Dominant register cell: dfxtp_1
- GR Util All Layers: 5.935%
- Total I/O pin count: 37
- Post-route minimum period: 2.356 ns
- CP cell instances: clkdlybuf4s50_1 > or2_1 > mux2i_1 > nor2_1
- WL met2: 1180 microns
- Clock tree buffer depth: 2
- Syn-to-layout area delta: 51.02%
- Setup TNS: 0 ns
- Die width: 93 microns
- RR Endpoint: out_TR[1]$_SDFFE_PP0P_
- Multiplexer share of the synthesized area: 2.183%
- Vias per cell: 3.951
- First-pass GRT wire length: 4257 microns
- Reg2Reg Launch Point: out_TR[1]$_SDFFE_PP0P_
- PwrDens: 265.7 mW/mm^2
- Synth cell types: 26
- Largest net degree at the start of global routing: 30
- Gpl congestion: 0.7650
- Area leader share: 34.92%
- Crit-path max FO: 29
- Min Hold Slack: 0.5083 ns
- Site Rows: 26
- CP max-delay cell: or2_1
- Max reg flops: 16
- Die footprint: 0.008649 sq mm
- Synth Area per Inst: 8.991 sq um
- Power share of the sequential group: 46.5%
- Diodes inserted: 0
- WL met1: 1233 microns
- Vias in the first global route: 810
- RSZ-0062 raised after global routing: no
- Final HPWL DP: 2072 microns
- Initial antenna violation count: 0
- Pre-antenna DRT Iters: 4
- Slew headroom: 44.98%
- Most frequent cell after synthesis: dfxtp_1
- Resized Gates After CTS: 0
- Count of library flops with an enable pin: 0
- Final setup viols: 0
- Max stage delay on crit path: 0.71 ns
- Fmax: 424.4 MHz
- Top comb family, area: simple AND/OR/NAND/NOR gates
- Adder-cell share of the synthesized area: 1.364%
- Uppermost layer routed: met4
- Synth flops: 16
- Fill cells: 579
- FP Util: 17.84%
- XORs/XNORs by Area: 14.32%
[critical path, delay by kind of cell]
| family | cells | cell delay [ns] |
|---|---|---|
| buf+inv | 1 | 0.67 |
| simple gates | 2 | 0.76 |
| mux | 1 | 0.26 |
[how the worst max path moves through the flow]
stage / from / endpoint / slack (ns) / cells after the start
6_report: LD / out_TR[0]$_SDFFE_PP0P_ / 1.64 / 4
5_1_grt: LD / out_TR[10]$_SDFFE_PP0P_ / 1.44 / 4
4_1_cts: LD / out_TR[0]$_SDFFE_PP0P_ / 1.63 / 4
[kinds of logic after synthesis]
family	after synthesis
AOI/OAI and AO/OA	28
muxes	2
adders and majority gates	1
buffers and inverters	8
xor gates and xnor gates	15
and+or+nand+nor	32
DFF	16
[cell type report]
class | instances | area [sq um] | share of cell area [%]
multi-input combinational | 78 | 564.3 | 40.74
tap | 70 | 87.58 | 6.323
clock buffer | 3 | 41.29 | 2.981
inverter | 3 | 11.26 | 0.8130
sequential | 16 | 320.3 | 23.13
timing repair buffer | 36 | 360.3 | 26.02
[placed cells by master (no fill, tap or decap), types with 2 or more instances in the layout]
cell type	netlist	routed
xor2_1	3	3
o21ai_0	13	13
a21oi_1	14	14
nand4_4	2	2
clkdlybuf4s50_1	0	36
dfxtp_1	16	16
nand4b_1	3	3
clkbuf_8	0	3
nor2_1	8	8
inv_1	3	3
nor4_2	5	5
xnor2_1	12	12
nand3_1	3	3
mux2i_1	2	2
nand2_1	2	2
[per-stage QoR]
step,instance area [sq um],total power (uW),setup WS (ns),cells
global placement,1344,253.9,1.417,203
floorplan,917.1,203.1,2.228,102
finish,1385,368.0,1.644,206
detailed placement,1344,253.9,1.372,203
CTS,1385,375.0,1.635,206
global route,1385,388.2,1.443,206
[power by group through the flow]
| stage | registers [uW] | clock network, uW | logic (uW) |
|---|---|---|---|
| finish | 171 | 118 | 78.3 |
| global route | 172 | 129 | 87.2 |
| CTS | 171 | 124 | 79.9 |
[layer usage]
layer,GRT usage (%),up-vias
li1,-,434
met5,0,-
met1,8.354,355
met3,1.696,2
met4,1.157,0
met2,8.879,23
Power and IR drop assume default switching activity.
