$ cat flow/design.v
module AR_reg_team1 #(parameter size = 16) 
(
output reg [11:0]out_AR,
input [11:0]in_AR,
input clk,
input LD ,
input INR,
input RST_AR,
input CLR_GLOBAL
);
reg [11:0] AR ;
always @(posedge clk) begin
	if (LD)  begin
		AR = in_AR [11:0];
	end
	else if (RST_AR | CLR_GLOBAL)  begin
		AR = 12'b0;
	end
	if (INR) begin
                AR = AR + 1;
	end
end
assign out_AR = AR ;
endmodule
module ARC (
    input I,
    input R,
    input clk,          
    input [15:0] T,
    input [7:0] D,
    output reg LD,      
    output reg CLR,     
    output reg INR      
);
       assign CLR = R & T[0];                   
       assign INR = D[5] & T[4];                
       assign LD = (~D[7] & I & T[3]) | (T[2] & ~R) | (~R & T[0]);  
endmodule
$ cat flow/run.sh
#!/bin/bash
# OpenROAD 26Q1-2900-gdf79404cd8, Yosys 0.63+post, stock flow scripts
make -C /OpenROAD-flow-scripts/flow DESIGN_CONFIG=/design/flow/config.mk WORK_HOME=/design/flow/orfs finish
$ cat flow/config.mk
export PLATFORM = sky130hd
export DESIGN_NAME = AR_reg_team1
export DESIGN_NICKNAME = AR_reg_team1
export VERILOG_FILES = /design/flow/design.v
export SDC_FILE = /design/flow/constraint.sdc
export NUM_CORES = 4
export LEC_CHECK = 1
export CORE_AREA = 10 10 87 87
export DIE_AREA = 0 0 97 97
$ cat flow/constraint.sdc
current_design AR_reg_team1

set clk_period 3.1
set clk_io_pct 0.2

create_clock -name clk0 -period $clk_period [get_ports {clk}]

set non_clock_inputs [all_inputs -no_clocks]
set_input_delay [expr $clk_period * $clk_io_pct] -clock clk0 $non_clock_inputs
set_output_delay [expr $clk_period * $clk_io_pct] -clock clk0 [all_outputs]
==> impl_metrics.ini <==
; physical design summary
[placement]
placed_cell_area_mm2 = 0.001044
gp_congestion = 0.7997
dp_hpwl_mm = 1.764
io_buffers = 28

[logic_synthesis]
topCellsByArea = dfxtp_1, xnor2_1, and2_1, nand2_1, a31o_2
syn_inst = 74
ys_types = 27
yosys_area_um2 = 676.9
netlist_area_um2 = 676.9
top_area_share_pct = 35.49
yosys_cells = 74
ys_seq_share_pct = 35.49
synth_area_leader_cell = dfxtp_1
yosysWarnings = 2
syn_avg_cell_area_um2 = 9.147
ys.flops = 12

[setup_path]
required_ns = 3.27
cp_max_fo = 8
worstSetupPathType = primary input to register
arrival_ns = 2.86
critPathCaptureType = register
start_kind = primary input

[floorplanning]
die_h_um = 97
design.core.area_mm2 = 0.005642
num_io_pins = 29
rows = 27
dieArea_mm2 = 0.009409
die_w_um = 97
fp_util_pct = 12.00

[sta]
min_period_ns = 2.694
setup_viol = 0
fmax_ghz = 0.3712
worstMarginPinSlew_ns = 0.4264
hold_violations = 0
rsz0062_at_grt = false
tns_ns = 0
relSlewSlack_pct = 71.57
fin_skew_ns = 0.0007061
finalClockPeriodUsage_pct = 86.90
drv_slew = 0

[hold_path]
hp-class = register to register

[clocking]
htreeDepth = 1
cts_resized = 0
insertion_delay_ns = 0.23
cts_buffers = 3
cts_tree = yes
cts.path.max_buffers = 2
cts.sinks = 12
clk_pin_slew_ns = 0.05
holdBufCountCts = 0
cts-root-buf = clkbuf_8
post_cts.repair.setup_buffers = 0

[run_status]
status = finished clean

[drt]
vias = 637
drtIter0Drc = 18
antenna_left = 0
drc_errors = 0
routedWlPerCell_um = 11.81
wirelength_mm = 2.091
vias_per_cell = 3.599
first_pass_iters = 4
antennaDiodeCount = 0

[global_routing]
grt_max_degree = 9
gr-usage-met3_pct = 1.003
grtUsageMet1_pct = 5.503
grt_first_pass_wirelength_mm = 3.450
grt_pass1_vias = 692
busiest_layer = met2
grt_use_met2_pct = 7.157
antenna_found_initial = 0
grt_overflow = 0
grt_usage_pct = 4.316

[final_layout]
syn2layout_area_growth_pct = 62.29
final-seq-area_um2 = 240.2
largest_reg_flops = 12
design_area_mm2 = 0.001099
layout-drive-gt1-share_pct = 13.33
comb_area_um2 = 410.4
fillers = 626

[job]
cap_violations = 0
warnings = 25

[pwr]
p_leak_nw = 0.3793
power_density_mw_per_mm2 = 391.2
ir_worst_vdd_uv = 109.5
## per-layer routing
layer,routed length (µm),vias up
li1,-,327
met3,124,2
met5,0,-
met2,978,18
met4,35,0
met1,953,290
## where the power goes
group          total, mW  switching (mW)  internal [mW]
Combinational     0.0889          0.0308         0.0581
Sequential         0.174         0.00689          0.167
Clock              0.167          0.0547          0.112
## worst max-delay path, stage by stage
cell and delay (ns):
clkdlybuf4s50_1 0.49, buf_4 0.20, or4b_2 0.68, a22oi_1 0.26, nand3_1 0.18, nor4_2 0.28
xnor2_1 0.15
## worst paths after layout
kind / end / depth (start not counted) / startpoint / slack [ns]
hold / removal: AR[11] / 2 / AR[11] / 0.60
setup reg to reg: AR[11] / 5 / AR[4] / 1.11
hold reg to reg: AR[11] / 2 / AR[11] / 0.60
setup / recovery: AR[11] / 7 / LD / 0.41
## logic make-up (layout without fill, tap and decap cells)
group	count (synthesis)	in the layout	share of synthesized area (%)
flip-flops	12	12	35.49
AND-OR/OR-AND	9	9	10.54
adder cells (fa/ha/maj)	1	1	1.848
AND/OR/NAND/NOR	35	35	32.35
XOR/XNOR	11	11	14.23
multiplexers	1	1	1.663
buffers and inverters	5	36	3.881
## through the flow
stage	std cells	setup WS, ns	hold slack [ns]	utilization (%)	total power [mW]
6_report	177	0.4060	0.6001	19.47	0.4297
5_1_grt	177	0.2147	0.6255	19.47	0.4528
4_1_cts	177	0.3898	0.6088	19.47	0.4355
3_5_place_dp	173	0.1657	0.5925	18.50	0.2677
3_3_place_gp	173	0.1973	0.5989	18.50	0.2684
2_1_floorplan	74	0.7526	0.5155	-	0.2101
## cell usage after synthesis
cell type,number
dfxtp_1,12
nand2_1,9
xnor2_1,9
and2_1,7
a22oi_1,3
a31o_2,3
nor2_1,3
nor3_1,3
a31oi_1,2
inv_1,2
nand3_1,2
or4b_1,2
or4b_2,2
xor2_1,2
a222oi_1,1
and2_0,1
buf_1,1
buf_6,1
clkbuf_1,1
ha_1,1
mux2_2,1
nand3b_1,1
nand4_1,1
nand4b_1,1
nor4_2,1
nor4bb_1,1
or4b_4,1
## cell usage in the layout, fill, tap and decap left out
master,instances
nand3_1,2
nand3b_1,1
nor2_1,3
or4b_2,2
or4b_1,2
nand2_1,9
and2_1,7
a31o_2,3
ha_1,1
nand4_1,1
inv_1,2
nor4_2,1
nand4b_1,1
mux2_2,1
a22oi_1,3
nor4bb_1,1
nor3_1,3
xor2_1,2
buf_4,2
xnor2_1,9
or4b_4,1
clkdlybuf4s50_1,28
a222oi_1,1
a31oi_1,2
clkbuf_8,4
and2_0,1
dfxtp_1,12
## cell type report
cell class,instances,share of cell area (%)
inverters,2,0.6834
clock buffers,4,5.011
multi-input cells,57,37.36
flip-flops and latches,12,21.87
well taps,72,8.200
repair buffers,30,26.88
Power figures rest on the tool's default switching activity, not on a simulated workload.
